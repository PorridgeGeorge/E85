File: flow/design.v
module music_keyboard(input logic reset, clk, 
							 input logic k0, k1, k2, k3,
							 output logic q);
	logic [31:0] q0, q1, q2, q3;  
	always_ff @(posedge clk)  
		if (reset) q0 <= 0;
		else q0 <= q0+22471;  
	always_ff @(posedge clk)  
		if (reset) q1 <= 0;
		else q1 <= q1+28312;  
	always_ff @(posedge clk)  
		if (reset) q2 <= 0;
		else q2 <= q2+33673;  
	always_ff @(posedge clk)  
		if (reset) q3 <= 0;
		else q3 <= q3+37796;  
	assign q =  ~k0 ? q0[31] : 
				  (~k1 ? q1[31] : 
				  (~k2 ? q2[31] : 
				  (~k3 ? q3[31] : 
					0))); 
endmodule
File: flow/run.sh
#!/bin/bash
# OpenROAD 26Q1-2900-gdf79404cd8, Yosys 0.63+post, stock flow scripts
make -C /OpenROAD-flow-scripts/flow DESIGN_CONFIG=/design/flow/config.mk WORK_HOME=/design/flow/orfs finish
File: flow/config.mk
export PLATFORM = sky130hd
export DESIGN_NAME = music_keyboard
export DESIGN_NICKNAME = music_keyboard
export VERILOG_FILES = /design/flow/design.v
export SDC_FILE = /design/flow/constraint.sdc
export NUM_CORES = 4
export LEC_CHECK = 1
export CORE_UTILIZATION = 40
File: flow/constraint.sdc
current_design music_keyboard

set clk_period 5.1
set clk_io_pct 0.2

create_clock -name clk0 -period $clk_period [get_ports {clk}]

set non_clock_inputs [all_inputs -no_clocks]
set_input_delay [expr $clk_period * $clk_io_pct] -clock clk0 $non_clock_inputs
set_output_delay [expr $clk_period * $clk_io_pct] -clock clk0 [all_outputs]
==> metrics.csv <==
stage;metric;value;unit
status;outcome;finished, final reports clean;
cells_and_area;Synth-to-Final Area Change;15.0;%
setup_path;slowest CP cell;sky130_fd_sc_hd__clkdlybuf4s50_1;
clock_tree;clk sink count;123;
placement;placed cells;778;
setup_path;worst stage delay on the critical path;470;ps
floorplanning;full die area;0.0139;mm2
global_routing;pin count of the biggest net entering global routing;67;
final_timing;post-route fraction of the period consumed by the critical path;64.5;%
final_timing;skew final;7.33;ps
final_timing;final hold viol count;0;
setup_path;Critical Path, Cell by Cell;clkdlybuf4s50_1 -> nand2b_1 -> nand3_1 -> o211ai_1 -> o21ai_0 -> clkdlybuf4s50_1;
global_routing;overall track demand over capacity in global routing;14.4;%
placement;buffers added on ports;6;
logic_synthesis;most area-consuming cells after synthesis;sky130_fd_sc_hd__dfxtp_1, sky130_fd_sc_hd__nor2_1, sky130_fd_sc_hd__xor2_1;
global_routing;first-pass GRT wire length;16900;um
setup_path;Worst EP required;4080;ps
clock_tree;clk root buf;sky130_fd_sc_hd__clkbuf_16;
clock_tree;Max clock buf depth;2;
cells_and_area;share of post-route cells with drive strength above 1;8.48;%
logic_synthesis;Largest type area fraction;45.8;%
detailed_routing;DR DRC count;0;
final_timing;maximum clock rate;0.304;GHz
logic_synthesis;count of library flops with an enable pin;0;
global_routing;number of global-route vias before repair;3877;
setup_path;element type at the critical path end;output pin;
final_timing;relative slew slack;44.4;%
clock_tree;clock latency reported for the late side of the worst-skew pair;410;ps
final_timing;unrepaired setup endpoints after global routing;false;
final_timing;# setup viols final;0;
logic_synthesis;post-synth design cell area;0.00537;mm2
floorplanning;width of the chip;118;um
logic_synthesis;dominant synthesized flop cell;sky130_fd_sc_hd__dfxtp_1;
clock_tree;number of post-CTS setup repair buffers;0;
clock_tree;hold buffer count at cts;0;
final_timing;TNS Setup;0;ps
detailed_routing;iteration-0 DRC count of the detailed router;249;
hold_path;worst hold path class;reg2reg;
floorplanning;total core area;0.0129;mm2
clock_tree;clock-pin slew of the registers on the worst-case setup and hold paths;50;ps
floorplanning;number of placement rows;41;
job;Log Warnings;25;
final_timing;crit path time final;3290;ps
logic_synthesis;total cell area reported by yosys after synthesis;0.00537;mm2
detailed_routing;Routed WL per cell;11.5;um
logic_synthesis;Yosys warning count;1;
floorplanning;Floorplan Utilization;41.7;%
floorplanning;boundary pin count;7;
placement;routability-driven placement congestion ratio;0.776;
setup_path;arrival time at the worst endpoint;2270;ps
detailed_routing;number of vias per cell;5.18;
logic_synthesis;flop and latch count out of synthesis;123;
detailed_routing;sum of routed wire length over all layers;9290;um
floorplanning;Die Span Y;118;um
detailed_routing;n_diodes;0;
setup_path;startpoint class of the critical path;input pin;
clock_tree;clock tree from TritonCTS;yes;
setup_path;highest fanout seen on the critical path;2;
cells_and_area;Final Non-Filler Cells;809;
logic_synthesis;register area share after synthesis;45.8;%
setup_path;critical path's most frequent cell;sky130_fd_sc_hd__clkdlybuf4s50_1;
detailed_routing;router iterations before antenna repair;4;
logic_synthesis;ys async rst share;0;%
clock_tree;quantity of gates resized following cts;0;
power;Pleak;2.14;nW
power;VDD IR-drop max;0.253;mV
final_timing;slew of the pin with the lowest slew margin;835;ps
logic_synthesis;post-synthesis cell count from yosys;617;
detailed_routing;via count of the routed design;4192;
global_routing;antenna violations before repair;0;
logic_synthesis;Unique masters post-synth;44;
logic_synthesis;average size of a mapped cell;8.71;um2
setup_path;start-to-end type of the worst setup path;in2out;
final_timing;Slew Viols, Final;0;
global_routing;Remaining Overflow, GRT;0;
logic_synthesis;cell type with the largest total area;sky130_fd_sc_hd__dfxtp_1;
clock_tree;H-Tree Level Count;4;
job;count of maximum capacitance violations;0;
logic_synthesis;number of instances in the synthesized netlist;617;
clock_tree;CTS buffer count;17;
placement;HPWL after DPL;5750;um
detailed_routing;post-route antenna net violation count;0;
power;P per Cell Area;433;mW/mm2
placed cells by master, fill, tap and decap left out, types with 3 or more instances in the layout:
master,n
sky130_fd_sc_hd__clkbuf_16,17
sky130_fd_sc_hd__a21o_1,3
sky130_fd_sc_hd__and4_1,6
sky130_fd_sc_hd__nand3_1,20
sky130_fd_sc_hd__ha_1,4
sky130_fd_sc_hd__buf_4,8
sky130_fd_sc_hd__nor2_1,94
sky130_fd_sc_hd__nand2_1,25
sky130_fd_sc_hd__o21ai_1,3
sky130_fd_sc_hd__nor4_1,6
sky130_fd_sc_hd__dfxtp_1,123
sky130_fd_sc_hd__xnor2_1,31
sky130_fd_sc_hd__a31o_2,4
sky130_fd_sc_hd__a21oi_1,54
sky130_fd_sc_hd__nor3_1,13
sky130_fd_sc_hd__or2_2,4
sky130_fd_sc_hd__nor4b_1,3
sky130_fd_sc_hd__nand4_1,15
sky130_fd_sc_hd__clkinv_2,5
sky130_fd_sc_hd__o21ai_0,37
sky130_fd_sc_hd__o211ai_1,10
sky130_fd_sc_hd__or3_1,24
sky130_fd_sc_hd__clkdlybuf4s50_1,5
sky130_fd_sc_hd__xor2_1,35
sky130_fd_sc_hd__nor2b_1,6
sky130_fd_sc_hd__clkbuf_8,3
sky130_fd_sc_hd__clkbuf_1,3
sky130_fd_sc_hd__o31ai_1,13
sky130_fd_sc_hd__and3_1,5
sky130_fd_sc_hd__or4_1,10
sky130_fd_sc_hd__inv_1,17
sky130_fd_sc_hd__o2111ai_1,5
sky130_fd_sc_hd__or3_4,3
report_power, final:
group          switching [W]  internal [W]
Sequential          0.000102       0.00106
Combinational       0.000213      0.000157
Clock               0.000394      0.000750
layer usage:
layer / GRT usage [%] / vias to the layer above / wire length, um
met3: 3.36 / 12 / 270
met1: 22.0 / 1942 / 5020
met4: 2.40 / 0 / 117
met5: 0 / - / 0
met2: 21.7 / 31 / 3880
li1: - / 2207 / -
synth_stat cells (15+ instances only):
master / n
sky130_fd_sc_hd__dfxtp_1: 123
sky130_fd_sc_hd__nor2_1: 94
sky130_fd_sc_hd__a21oi_1: 54
sky130_fd_sc_hd__o21ai_0: 37
sky130_fd_sc_hd__xor2_1: 35
sky130_fd_sc_hd__xnor2_1: 31
sky130_fd_sc_hd__nand2_1: 25
sky130_fd_sc_hd__or3_1: 24
sky130_fd_sc_hd__clkbuf_1: 20
sky130_fd_sc_hd__nand3_1: 20
sky130_fd_sc_hd__inv_1: 17
sky130_fd_sc_hd__nand4_1: 15
metrics by stage:
stage	hold slack [ps]	total power, W	setup slack [ps]	area (um2)	utilization, %
floorplan	422	0.00145	2750	5370	-
global placement	435	0.00153	1810	5600	43.5
detailed placement	450	0.00154	1800	5600	43.5
CTS	460	0.00270	1790	6170	48.0
global route	476	0.00281	1730	6170	48.0
finish	457	0.00267	1810	6170	48.0
flip-flops by register name, summed over array words and instances, names as in the netlist:
signal and cells:
q1 29, q0 32, q3 30, q2 32
worst max-delay path, delay by kind of cell:
kind / cells / cell delay, ps
buf+inv: 2 / 880
compound gates: 2 / 140
simple gates: 2 / 230
layout make-up:
class                   instances  area [um2]
clock buffers                  23         478
clock inverters                 8        92.6
fillers                      1163        6700
inverters                      17        63.8
multi-input cells             453        2750
flip-flops and latches        123        2460
well taps                     172         215
repair buffers                 13         110
path summary, 6_finish.rpt:
path | end | from | slack [ps] | cells after the start
max | q | k2 | 1810 | 6
min | q0[0] | q0[0] | 460 | 1
max reg2reg | q2[28] | q2[0] | 2980 | 7
min reg2reg | q0[0] | q0[0] | 460 | 1
logic make-up (layout without fill, tap and decap cells):
kind of cell	count (synthesis)	count (layout)	share of synthesized area [%]
fa+ha+maj	4	4	0.932
flops	123	123	45.8
simple gates	243	243	23.2
buf+inv	41	61	2.91
compound gates	138	138	15.9
xor+xnor	66	66	10.8
mux	2	2	0.419
No activity file was given, so power comes from the tool's default toggle rates.
