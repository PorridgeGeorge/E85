==> design/flow/design.v <==
module flopr(input logic	clk,
				 input logic	reset,
				 input logic [6:0] d,
				 output logic [6:0] q);
	always_ff@(posedge clk, posedge reset)
		if (reset) q <= 7'b0000001;
		else		  q <= d;
endmodule
module tbird_signal(input logic clk,
	input logic reset,
	input logic left, right,
	output logic la, lb, lc, ra, rb, rc
	);
	logic [6:0] St_prime, St;
	logic n1, n2, n3, n4;
	flopr f(clk, reset, St_prime, St);
	nor r1(n1, left, right);
	and a7(n4, n1, St[0]);
	or o1(St_prime[0], n4, St[3], St[6]);
	buf b9(St_prime[6], St[5]);
	buf b8(St_prime[5], St[4]);
	buf b7(St_prime[3], St[2]);
	buf b11(St_prime[2], St[1]);
	not no1(n2, right);
	and a1(St_prime[1], left, n2, St[0]); 
	not no2(n3, left);
	and a2(St_prime[4], n3, right, St[0]);
	or a3(la, St[1], St[2], St[3]);
	or a4(lb, St[2], St[3]);
	buf b3(lc, St[3]);
	or a5(ra, St[4], St[5], St[6]);
	or a6(rb, St[5], St[6]);
	buf b6(rc, St[6]);
endmodule
==> design/flow/run.sh <==
#!/bin/bash
# OpenROAD 26Q1-2900-gdf79404cd8, Yosys 0.63+post, stock flow scripts
make -C /OpenROAD-flow-scripts/flow DESIGN_CONFIG=/design/flow/config.mk WORK_HOME=/design/flow/orfs finish
==> design/flow/config.mk <==
export PLATFORM = sky130hd
export DESIGN_NAME = tbird_signal
export DESIGN_NICKNAME = tbird_signal
export VERILOG_FILES = /design/flow/design.v
export SDC_FILE = /design/flow/constraint.sdc
export NUM_CORES = 4
export LEC_CHECK = 1
export CORE_AREA = 10 10 70 70
export DIE_AREA = 0 0 80 80
==> design/flow/constraint.sdc <==
current_design tbird_signal

set clk_period 1.3
set clk_io_pct 0.2

create_clock -name clk0 -period $clk_period [get_ports {clk}]

set non_clock_inputs [all_inputs -no_clocks]
set_input_delay [expr $clk_period * $clk_io_pct] -clock clk0 $non_clock_inputs
set_output_delay [expr $clk_period * $clk_io_pct] -clock clk0 [all_outputs]
==> CHANGELOG.md <==
## Implementation

- Status: finished, violations left
- Failing checks: setup timing
- Placed cells: around 73
- CTS buffer count: 3
- DRT Pass-1 Iters: 2
- Synth cell types: 7
- VDD IR max: approximately 260 uV
- Largest registers: f.q: 7 flops
- DRC errors left: 0
- H-tree levels: 1
- Ao+oa area frac: 0%
- Synth Area in Simple Gates: 24.6%
- Post-Synthesis Cells: 16
- Largest register FFs: 7
- Worst path top cell family by delay: flip-flops
- Hold-fix buffers at CTS: 0
- Antenna violations before repair: 0
- Layout cell share with drive strength beyond 1: a little over half
- Top cells excl fill/tap: dfrtp_1, buf_2
- Power Total: 0.423 mW
- Crit path capture type: output port
- Filler cells: 408
- Dominant comb cell: simple AND/OR/NAND/NOR gates
- Vias in the first global route: 226
- Hpwl dp: 474 um
- GRT Total Usage: under 10%
- Maximum clock path buffer count: 2
- Critical path peak fanout: 2
- Stages on worst setup path: 2
- Max_slew headroom: 84.0%
- Core footprint: 3420 sq um
- Biggest register: f.q
- Yosys Warn Count: 1
- Design area: 440 sq um
- Drt wl/cell: 7.65 um
- Finished Core Util: 12.9%
- CTS tree: built
- Maxcap violations: 0
- ANT nets after route: 0
- DIE HEIGHT: 80 um
- Xor/xnor cell area share of the yosys netlist: 0%
- Worst slew pin tran: 240 ps
- Top cell excl fill/tap: dfrtp_1
- Die Area: 6400 sq um
- Pwr Density: about 960 nW/um^2
- Kind of critical path: register to output port
- RePlAce Congestion: 0.718
- Min Clock Period, post-route: around 1400 ps
- Slew Viols, Final: 0
- Port buffer count: 9
- Final hold violations: 0
- First-pass GRT wire length: between 1000 and 1500 um
- I/O Pins: 10
- Clock-pin slew on the worst setup and hold paths: 50 ps
- # Cells Yosys: 16
- CP bufs+invs: 1
- Critical-path cell list: or3_1, buf_2
- Final cell count without fillers: 80
- RSZ-0062 raised after global routing: true
- Min Hold Slack: 237 ps
- FP Util: roughly 7.0%
- PnR worst setup slack: -69.5 ps
- Clock skew: 4.33 ps
- Post-synth seq share: 73.8%
- Clock Latency Late Sink: roughly 250 ps
- ANT cells: 0
- Final WL: 612 um
- Detailed-route via count: 190
- Yosys stat area: 239 sq um
- Vias per std cell: between 2 and 2.5
- Root buffer cell: clkbuf_4
- Area added between synthesis and finish: 84.3%
- Largest net degree at the start of global routing: 8
- Slowest stage delay, CP: 380 ps
- Post-route clock period utilization: 105%
- Worst r2r path cells: 3
- Row count: 21
- Arrival time at the worst endpoint: around 1100 ps
- Overflow after GRT: 0
- Initial DRC count: 1
- WP data required: 1040 ps
- Netlist Area Pre-Place: 239 sq um
- #FFs+latches synth: 7
- Die span in x: 80 um
- Crit path launch type: register
- Area of placed instances: roughly 400 sq um
- Clk sink count: 7
- Tool warnings: 27
- Adder share: 0%
- Final setup viols: 4
- Mux frac, synth: 0%
- Slowest stage cell, crit path: dfrtp_1
- Avg Inst Size Synth: 14.9 sq um
- Hold Path Class: primary input to asynchronous set/reset pin
- Max Fclk: around 0.73 GHz
- Leak Pwr: around 0.24 nW
==> per-stage QoR <==
step / TNS [ps] / setup slack (ps)
2_1_floorplan: 0 / 366
3_3_place_gp: -380 / -142
3_5_place_dp: -440 / -158
4_1_cts: -178 / -81.4
5_1_grt: -324 / -111
6_report: -154 / -69.5
==> logic make-up after synthesis <==
| logic type | count (synthesis) |
|---|---|
| buf+inv | 1 |
| flops | 7 |
| simple gates | 8 |
==> worst register-to-register path, stage by stage (launching register included) <==
cell and delay [ps]:
dfrtp_1 390, buf_4 140, buf_4 120, or3_1 360
==> Yosys cell counts <==
| cell type | number | area (sq um) |
|---|---|---|
| or2_2 | 2 | 12.5 |
| dfrtp_1 | 6 | 150 |
| inv_1 | 1 | 3.75 |
| dfstp_2 | 1 | 26.3 |
| or3_1 | 3 | 18.8 |
| and3b_2 | 2 | 20.0 |
| nor3b_1 | 1 | 7.51 |
==> metal layers <==
metal / GRT usage [%] / routed length (um) / part of all wire (%) / vias up
met1: 2.08 / 242 / 40 / 94
met3: 0.909 / 36 / 5.9 / 2
met4: 0.880 / 11 / 1.8 / 0
met2: 3.29 / 322 / 53 / 4
li1: - / - / - / 90
met5: 0 / 0 / 0 / -
==> repair_timing <==
| action | 4_1_cts | 5_1_grt |
|---|---|---|
| resized | 19 | 2 |
| endpoints found under the setup margin | 6 | 4 |
| buffers inserted | 2 | 1 |
| gates cloned | 0 | 0 |
| pin swaps | 2 | 1 |
==> area by class of cell <==
class | count | area, sq um | area share, %
Tap cell | 46 | 57.6 | 13.1
Sequential cell | 7 | 176 | 40.1
Multi-Input combinational cell | 8 | 61.3 | 13.9
Clock buffer | 4 | 26.3 | 5.97
Timing Repair Buffer | 14 | 115 | 26.1
Inverter | 1 | 3.75 | 0.852
==> power by group <==
group	internal, mW	total (mW)	switching, mW
clock network	0.117	0.189	0.0725
logic	0.00873	0.0148	0.00611
registers	0.219	0.219	0
total	0.344	0.423	0.0787
==> path summary, 6_finish.rpt <==
path	start	end	slack, ps
max	f.q[2]	la	-70
min	reset	f.q[5]	240
max reg2reg	f.q[3]	f.q[0]	210
min reg2reg	f.q[4]	f.q[5]	370
max in group asynchronous	reset	f.q[0]	810
min in group clk0	f.q[4]	f.q[5]	370
Power is estimated from default activity; no workload was simulated.
